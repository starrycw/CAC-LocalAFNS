--- /design/flow/run.sh ---
#!/bin/bash
# OpenROAD 26Q1-2900-gdf79404cd8, Yosys 0.63+post, stock flow scripts
make -C /OpenROAD-flow-scripts/flow DESIGN_CONFIG=/design/flow/config.mk WORK_HOME=/design/flow/orfs finish
--- /design/flow/config.mk ---
export PLATFORM = sky130hd
export DESIGN_NAME = FNSadders_7_2
export DESIGN_NICKNAME = FNSadders_7_2
export VERILOG_FILES = /design/flow/design.v
export SDC_FILE = /design/flow/constraint.sdc
export NUM_CORES = 4
export LEC_CHECK = 1
export CORE_AREA = 10 10 81 81
export DIE_AREA = 0 0 91 91
export SYNTH_HDL_FRONTEND = slang
--- /design/flow/constraint.sdc ---
current_design FNSadders_7_2

set clk_period 4.7
set clk_io_pct 0.2

create_clock -name clk0 -period $clk_period

set non_clock_inputs [all_inputs -no_clocks]
set_input_delay [expr $clk_period * $clk_io_pct] -clock clk0 $non_clock_inputs
set_output_delay [expr $clk_period * $clk_io_pct] -clock clk0 [all_outputs]
--- /design/flow/design.v ---
`timescale 1ns / 1ps
module FNSadders_7_2(
    input wire [8:0] f_flag,     
    output wire [8:0] en_flag,   
    output wire [(1 - 1) : 0] FNS02,
    output wire [(2 - 1) : 0] FNS03,
    output wire [(2 - 1) : 0] FNS04,
    output wire [(3 - 1) : 0] FNS05,
    output wire [(4 - 1) : 0] FNS06,
    output wire [(4 - 1) : 0] FNS07,
    output wire [(5 - 1) : 0] FNS08,
    output wire [(5 - 1) : 0] FNS09
    );
    wire [(1 - 1) : 0] B02;
    wire [(1 - 1) : 0] B03;
    wire [(2 - 1) : 0] B04;
    wire [(2 - 1) : 0] B05;
    wire [(3 - 1) : 0] B06;
    wire [(4 - 1) : 0] B07;
    wire [(4 - 1) : 0] B08;
    wire [(4 - 1) : 0] B09;
    wire [1:0] r_flag;   
    Adder_f02 adder_02(1'b0, 1'b1, FNS02, B02, f_flag[0]); 
    Adder_f03 adder_03(B02, FNS02, FNS03, B03, f_flag[1]); 
    Adder_f04 adder_04(B03, FNS03, FNS04, B04, f_flag[2]); 
    Adder_f05 adder_05(B04, FNS04, FNS05, B05, f_flag[3]); 
    Adder_f06 adder_06(B05, FNS05, FNS06, B06, f_flag[4]); 
    Adder_f07 adder_07(B06, FNS06, FNS07, B07, f_flag[5]); 
    Adder_f08 adder_08(B07, FNS07, FNS08, B08, f_flag[6]);
    Adder_f08 adder_09(B08[(4 - 1) : 0], FNS08[(4 - 1) : 0], FNS09, B09, f_flag[7]);
    not not_getenableflag[6:0] (en_flag[6:0], f_flag[6:0]);
    assign r_flag[0] = FNS08[5 - 1];
    assign r_flag[1] = FNS09[5 - 1] | r_flag[0];
    assign en_flag[8:7] = ~(f_flag[8:7] | r_flag[1:0]);
endmodule
`timescale 1ns / 1ps
module Adder_f02(
    input wire A_in,
    input wire B_in,  
    output wire S_out,  
    output wire B_out,  
    input wire err_flag  
    );
    wire Sum;
    wire sum_s, b_s;
    wire b_b, a_b;
    wire work_flag;
    xor adder01(Sum, A_in, B_in);
    not not_flag(work_flag, err_flag);
    and en_sum_s01 (sum_s, work_flag, Sum);
    and en_b_s01 (b_s, err_flag, B_in);
    and en_b_b01 (b_b, work_flag, B_in);
    and en_a_b01 (a_b, err_flag, A_in);
    or out_s (S_out, sum_s, b_s);
    or out_b (B_out, b_b, a_b);
endmodule
`timescale 1ns / 1ps
module Adder_f03(
    input wire A_in,  
    input wire B_in,  
    output wire [1:0] S_out,  
    output wire B_out,  
    input wire err_flag  
    );
    wire [1:0] Sum;
    wire [1:0] sum_s, b_s;
    wire b_b, a_b;
    wire work_flag;
    half_adder adder01(A_in, B_in, Sum[0], Sum[1]);
    not not_flag(work_flag, err_flag);
    and en_sum_s01 (sum_s[0], work_flag, Sum[0]);
    and en_sum_s02 (sum_s[1], work_flag, Sum[1]);
    and en_b_s01 (b_s[0], err_flag, B_in);
    and en_b_s02 (b_s[1], err_flag, 1'b0);
    and en_b_b01 (b_b, work_flag, B_in);
    and en_a_b01 (a_b, err_flag, A_in);
    or out_s[1:0] (S_out, sum_s, b_s);
    or out_b (B_out, b_b, a_b);
endmodule
`timescale 1ns / 1ps
module Adder_f04(
    input wire  A_in,  
    input wire [1:0] B_in,  
    output wire [1:0] S_out,  
    output wire [1:0] B_out,  
    input wire err_flag  
    );
    wire [1:0] Sum;
    wire c;
    wire [1:0] sum_s, b_s;
    wire [1:0] b_b, a_b;
    wire work_flag;
    half_adder adder01(A_in, B_in[0], Sum[0], c);
    xor adder02(Sum[1], B_in[1], c);
    not not_flag(work_flag, err_flag);
    and en_sum_s01 (sum_s[0], work_flag, Sum[0]);
    and en_sum_s02 (sum_s[1], work_flag, Sum[1]);
    and en_b_s01 (b_s[0], err_flag, B_in[0]);
    and en_b_s02 (b_s[1], err_flag, B_in[1]);
    and en_b_b01 (b_b[0], work_flag, B_in[0]);
    and en_b_b02 (b_b[1], work_flag, B_in[1]);
    and en_a_b01 (a_b[0], err_flag, A_in);
    and en_a_b02 (a_b[1], err_flag, 1'b0);
    or out_s[1:0] (S_out, sum_s, b_s);
    or out_b[1:0] (B_out, b_b, a_b);
endmodule
`timescale 1ns / 1ps
module Adder_f05(
    input wire [1:0] A_in,  
    input wire [1:0] B_in,  
    output wire [2:0] S_out,  
    output wire [1:0] B_out,  
    input wire err_flag  
    );
    wire [2:0] Sum;
    wire c;
    wire [2:0] sum_s, b_s;
    wire [1:0] b_b, a_b;
    wire work_flag;
    half_adder adder01(A_in[0], B_in[0], Sum[0], c);
    full_adder adder02(A_in[1], B_in[1], c, Sum[1], Sum[2]);
    not not_flag(work_flag, err_flag);
    and en_sum_s01 (sum_s[0], work_flag, Sum[0]);
    and en_sum_s02 (sum_s[1], work_flag, Sum[1]);
    and en_sum_s03 (sum_s[2], work_flag, Sum[2]);
    and en_b_s01 (b_s[0], err_flag, B_in[0]);
    and en_b_s02 (b_s[1], err_flag, B_in[1]);
    and en_b_s03 (b_s[2], err_flag, 1'b0);
    and en_b_b01 (b_b[0], work_flag, B_in[0]);
    and en_b_b02 (b_b[1], work_flag, B_in[1]);
    and en_a_b01 (a_b[0], err_flag, A_in[0]);
    and en_a_b02 (a_b[1], err_flag, A_in[1]);
    or out_s[2:0] (S_out, sum_s, b_s);
    or out_b[1:0] (B_out, b_b, a_b);
endmodule
`timescale 1ns / 1ps
module Adder_f06(
    input wire [1:0] A_in,  
    input wire [2:0] B_in,  
    output wire [3:0] S_out,  
    output wire [2:0] B_out,  
    input wire err_flag  
    );
    wire [3:0] Sum;
    wire c[1:0];
    wire [3:0] sum_s, b_s;
    wire [2:0] b_b, a_b;
    wire work_flag;
    half_adder adder01(A_in[0], B_in[0], Sum[0], c[0]);
    full_adder adder02(A_in[1], B_in[1], c[0], Sum[1], c[1]);
    half_adder adder03(B_in[2], c[1], Sum[2], Sum[3]);
    not not_flag(work_flag, err_flag);
    and en_sum_s01 (sum_s[0], work_flag, Sum[0]);
    and en_sum_s02 (sum_s[1], work_flag, Sum[1]);
    and en_sum_s03 (sum_s[2], work_flag, Sum[2]);
    and en_sum_s04 (sum_s[3], work_flag, Sum[3]);
    and en_b_s01 (b_s[0], err_flag, B_in[0]);
    and en_b_s02 (b_s[1], err_flag, B_in[1]);
    and en_b_s03 (b_s[2], err_flag, B_in[2]);
    and en_b_s04 (b_s[3], err_flag, 1'b0);
    and en_b_b01 (b_b[0], work_flag, B_in[0]);
    and en_b_b02 (b_b[1], work_flag, B_in[1]);
    and en_b_b03 (b_b[2], work_flag, B_in[2]);
    and en_a_b01 (a_b[0], err_flag, A_in[0]);
    and en_a_b02 (a_b[1], err_flag, A_in[1]);
    and en_a_b03 (a_b[2], err_flag, 1'b0);
    or out_s[3:0] (S_out, sum_s, b_s);
    or out_b[2:0] (B_out, b_b, a_b);
endmodule
`timescale 1ns / 1ps
module Adder_f07(
    input wire [2:0] A_in,  
    input wire [3:0] B_in,  
    output wire [3:0] S_out,  
    output wire [3:0] B_out,  
    input wire err_flag  
    );
    wire [3:0] Sum;
    wire c[2:0];
    wire [3:0] sum_s, b_s;
    wire [3:0] b_b, a_b;
    wire work_flag;
    half_adder adder01(A_in[0], B_in[0], Sum[0], c[0]);
    full_adder adder02(A_in[1], B_in[1], c[0], Sum[1], c[1]);
    full_adder adder03(A_in[2], B_in[2], c[1], Sum[2], c[2]);
    xor adder04(Sum[3], c[2], B_in[3]);
    not not_flag(work_flag, err_flag);
    and en_sum_s01 (sum_s[0], work_flag, Sum[0]);
    and en_sum_s02 (sum_s[1], work_flag, Sum[1]);
    and en_sum_s03 (sum_s[2], work_flag, Sum[2]);
    and en_sum_s04 (sum_s[3], work_flag, Sum[3]);
    and en_b_s01 (b_s[0], err_flag, B_in[0]);
    and en_b_s02 (b_s[1], err_flag, B_in[1]);
    and en_b_s03 (b_s[2], err_flag, B_in[2]);
    and en_b_s04 (b_s[3], err_flag, B_in[3]);
    and en_b_b01 (b_b[0], work_flag, B_in[0]);
    and en_b_b02 (b_b[1], work_flag, B_in[1]);
    and en_b_b03 (b_b[2], work_flag, B_in[2]);
    and en_b_b04 (b_b[3], work_flag, B_in[3]);
    and en_a_b01 (a_b[0], err_flag, A_in[0]);
    and en_a_b02 (a_b[1], err_flag, A_in[1]);
    and en_a_b03 (a_b[2], err_flag, A_in[2]);
    and en_a_b04 (a_b[3], err_flag, 1'b0);
    or out_s[3:0] (S_out, sum_s, b_s);
    or out_b[3:0] (B_out, b_b, a_b);
endmodule
`timescale 1ns / 1ps
module Adder_f08(
    input wire [3:0] A_in,  
    input wire [3:0] B_in,  
    output wire [4:0] S_out,  
    output wire [3:0] B_out,  
    input wire err_flag  
    );
    wire [4:0] Sum;
    wire c[2:0];
    wire [4:0] sum_s, b_s;
    wire [3:0] b_b, a_b;
    wire work_flag;
    half_adder adder01(A_in[0], B_in[0], Sum[0], c[0]);
    full_adder adder02(A_in[1], B_in[1], c[0], Sum[1], c[1]);
    full_adder adder03(A_in[2], B_in[2], c[1], Sum[2], c[2]);
    full_adder adder04(A_in[3], B_in[3], c[2], Sum[3], Sum[4]);
    not not_flag(work_flag, err_flag);
    and en_sum_s01 (sum_s[0], work_flag, Sum[0]);
    and en_sum_s02 (sum_s[1], work_flag, Sum[1]);
    and en_sum_s03 (sum_s[2], work_flag, Sum[2]);
    and en_sum_s04 (sum_s[3], work_flag, Sum[3]);
    and en_sum_s05 (sum_s[4], work_flag, Sum[4]);
    and en_b_s01 (b_s[0], err_flag, B_in[0]);
    and en_b_s02 (b_s[1], err_flag, B_in[1]);
    and en_b_s03 (b_s[2], err_flag, B_in[2]);
    and en_b_s04 (b_s[3], err_flag, B_in[3]);
    and en_b_s05 (b_s[4], err_flag, 1'b0);
    and en_b_b01 (b_b[0], work_flag, B_in[0]);
    and en_b_b02 (b_b[1], work_flag, B_in[1]);
    and en_b_b03 (b_b[2], work_flag, B_in[2]);
    and en_b_b04 (b_b[3], work_flag, B_in[3]);
    and en_a_b01 (a_b[0], err_flag, A_in[0]);
    and en_a_b02 (a_b[1], err_flag, A_in[1]);
    and en_a_b03 (a_b[2], err_flag, A_in[2]);
    and en_a_b04 (a_b[3], err_flag, A_in[3]);
    or out_s[4:0] (S_out, sum_s, b_s);
    or out_b[3:0] (B_out, b_b, a_b);
endmodule
`timescale 1ns / 1ps
module full_adder(
    input wire A_in,
    input wire B_in,
    input wire C_in,
    output wire S_out,
    output wire C_out
    );
    wire c1, c2, s1;
    half_adder ha01(
        .A_in(A_in),
        .B_in(B_in),
        .S_out(s1),
        .C_out(c1)
        );
    half_adder ha02(
        .A_in(C_in),
        .B_in(s1),
        .S_out(S_out),
        .C_out(c2)
        );
    assign C_out = c1|c2;
endmodule
`timescale 1ns / 1ps
module half_adder(
    input wire A_in,
    input wire B_in,
    output wire S_out,
    output wire C_out
    );
    assign S_out = A_in ^ B_in;
    assign C_out = A_in & B_in;
endmodule
==> qor.log <==
INFO  status         outcome=finished, violations left
INFO  status         violations=setup timing
INFO  synth          synthAdderAreaFrac=24.9%
INFO  final_layout   utilization_of_the_core_after_routing=50.2%
INFO  power_and_ir_drop combPwrFrac=100.0%
INFO  floorplan      die_extent_in_x=91µm
INFO  global_routing overflow=0
INFO  synth          ys_cells=168
INFO  detailed_routing drt-wirelength-per-cell=11.8µm
INFO  worst_setup_path worst_ep_arrival_time=6.27ns
INFO  final_layout   layout.sequential_cells=0
INFO  worst_setup_path crit_required=3.76ns
INFO  placement      port-buffer-count=43
INFO  detailed_routing vias=1,398
INFO  global_routing grt_pass1_vias=1,550
INFO  synth          synthAoiAreaFrac=21.3%
INFO  worst_setup_path crit_type=input port to primary output
INFO  final_layout   final_layout_top_logic_cells=buf_4, clkdlybuf4s50_1, inv_1, buf_6, nand2_1
INFO  detailed_routing antenna-diode-count=0
INFO  worst_setup_path critical_path.startpoint_type=input port
INFO  final_timing   min_period=7.21ns
INFO  floorplan      floorplan.die_area=0.00828mm²
INFO  detailed_routing drt-vias-per-instance=4.25
INFO  synth          yosys.cell_types.count=44
INFO  detailed_routing drt-pass1-iter-count=4
INFO  final_timing   timing.final.ws_setup=-2.51ns
INFO  synth          ys_chip_area=0.00124mm²
INFO  power_and_ir_drop intPower=361µW
INFO  floorplan      die-height=91µm
INFO  flow_run       stage_log_warnings=38
INFO  worst_setup_path critPathMaxFanout=3
INFO  final_timing   layout_worst_path_cycle_share=153%
INFO  flow_run       drv_cap=0
INFO  final_layout   finish.cell_count_without_fillers=329
INFO  final_layout   clock_buffer_count=0
INFO  final_timing   setup_tns=-22.76ns
INFO  global_routing grt_start_max_net_pins=13
INFO  worst_setup_path critPathCaptureType=primary output
INFO  final_timing   setup-violations-final=15
INFO  synth          ys_sh_xor=0.704%
INFO  final_layout   fillerInstances=461
INFO  global_routing grt_antenna_before_repair=0
INFO  final_layout   area_growth=94.1%
INFO  floorplan      floorplan.core_area=0.00482mm²
INFO  power_and_ir_drop proportion_of_power_drawn_by_flip_flops_and_latches=0%
INFO  final_timing   max_slew_violation_count=0
INFO  final_layout   post_route_cells_drive_above_1_share=56.9%
INFO  final_timing   rsz0062_at_grt=true
INFO  placement      dp_cells=305
INFO  synth          simple_gate_area_share=20.9%
INFO  synth          synthesis.yosys.warnings=0
INFO  power_and_ir_drop power.net_switching=211µW
INFO  detailed_routing detailedRoute.firstIterationViolations=32
INFO  floorplan      ioPinCount=44
INFO  detailed_routing drt_wl_total=3870µm
INFO  final_layout   leading_cell_type_in_the_layout_fill_and_taps_excluded=buf_4
INFO  detailed_routing antenna_violation_net_count_after_detailed_routing=0
INFO  placement      dp.final_hpwl=3070µm
INFO  power_and_ir_drop p_total=573µW
INFO  synth          yosys-dominant-comb-family=adder cells
INFO  global_routing global_route.usage.total=9.45%
INFO  final_timing   max_freq=139MHz
INFO  hold_path      min-delay-path-class=input port to primary output
INFO  power_and_ir_drop power_density=237mW/mm²
INFO  final_layout   seq_area=0µm²
INFO  detailed_routing drcViolationCount=0
INFO  synth          average_size_of_a_mapped_cell=7.41µm²
INFO  synth          syn-instance-count=168
INFO  placement      place.gp.congestion=0.847
INFO  power_and_ir_drop total_leakage_power=1.14nW
INFO  synth          mux_share=7.04%
INFO  floorplan      std_cell_rows=25
INFO  global_routing grt_first_pass_wirelength=6950µm
INFO  power_and_ir_drop ir_drop=157µV
INFO  synth          ys_seq_share=0%
INFO  final_timing   finalHoldViolCount=0
INFO  floorplan      fp_util=25.8%
INFO  synth          synthesis.area=0.00124mm²
INFO  power_and_ir_drop power.share.clock=0%
INFO  power_and_ir_drop swShare=36.9%
==> cell families after synthesis <==
family,count (synthesis)
fa+ha+maj,20
xor+xnor,1
other cells,1
buf+inv,56
simple gates,46
compound gates,36
mux,8
==> power groups by stage <==
| stage | combinational (mW) | sequential [mW] | clock (mW) |
|---|---|---|---|
| after CTS | 0.575 | 0 | 0 |
| after global routing | 0.645 | 0 | 0 |
| final | 0.573 | 0 | 0 |
==> through the flow <==
step                cell area (µm²)  worst slack (ns)  hold slack, ns
global route                   2420             -2.70            2.51
CTS                            2370             -2.61            2.49
global placement               2110             -3.48            2.78
floorplan                      1370             -2.29            1.90
finish                         2420             -2.51            2.49
detailed placement             2110             -3.55            2.79
==> Yosys cell counts, drive strengths merged, types with 2 or more instances <==
library cell,instances,area [µm²]
o211ai,6,45.0
a21oi,4,20.0
inv,22,82.6
nor2b,2,12.5
or2,2,12.5
nor4,2,12.5
ha,12,150
and2,3,18.8
clkbuf,4,15.0
o21a,2,15.0
nand2,11,41.3
fa,8,160
nand3,3,15.0
mux2i,2,20.0
buf,30,211
nor2,11,41.3
mux2,6,67.6
o21ai,8,40.0
a31o,2,17.5
nand2b,6,45.0
a31oi,6,52.6
==> final timing paths <==
path	startpoint	to	slack (ns)	cells after the start
min	f_flag[8]	en_flag[8]	2.49	3
max	f_flag[1]	FNS09[3]	-2.51	25
==> critical path: stages <==
cell and delay, ns:
buf_12 0.11, inv_12 0.04, ha_4 0.18, mux2_4 0.28
inv_4 0.06, ha_4 0.11, inv_2 0.03, fa_1 0.46
nor2_1 0.14, a31oi_2 0.06, fa_1 0.51, nor2_1 0.04
a311o_1 0.31, fa_2 0.42, or2_4 0.24, and2_4 0.14
fa_2 0.34, fa_2 0.40, ha_4 0.22, o2bb2ai_2 0.11
or3_4 0.35, inv_4 0.07, fa_2 0.43, mux2i_1 0.13
buf_2 0.11
==> layer usage <==
metal | vias up | wire length, µm | track usage [%]
li1 | 739 | - | -
met1 | 633 | 1900 | 13.0
met2 | 26 | 1740 | 15.9
met3 | 0 | 240 | 1.99
met4 | 0 | 0 | 0
met5 | - | 0 | 0
==> timing repair <==
item                       4_1_cts  5_1_grt
setup endpoints to repair       20       20
gates resized                   76       26
hold buffers                     0        0
pin swaps                       22       22
buffers inserted                27       12
==> final cells by class <==
type                            count  area (µm²)  share of cell area, %
Multi-Input combinational cell    112        1160                   48.0
Tap cell                           67        83.8                   3.47
Inverter                           22         105                   4.35
Timing Repair Buffer              128        1070                   44.2
Power is estimated from default activity; no workload was simulated.
