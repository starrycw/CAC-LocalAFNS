==> flow/design.v <==
`timescale 1ns / 1ps
module FNSadders_6_3(
    input wire [8:0] f_flag,     
    output wire [8:0] en_flag,   
    output wire [(1 - 1) : 0] FNS02,
    output wire [(2 - 1) : 0] FNS03,
    output wire [(2 - 1) : 0] FNS04,
    output wire [(3 - 1) : 0] FNS05,
    output wire [(4 - 1) : 0] FNS06,
    output wire [(4 - 1) : 0] FNS07, 
    output wire [(4 - 1) : 0] FNS08,
    output wire [(4 - 1) : 0] FNS09
    );
    wire [(1 - 1) : 0] B02;
    wire [(1 - 1) : 0] B03;
    wire [(2 - 1) : 0] B04;
    wire [(2 - 1) : 0] B05;
    wire [(3 - 1) : 0] B06;
    wire [(4 - 1) : 0] B07; 
    wire [(4 - 1) : 0] B08;
    wire [(4 - 1) : 0] B09;
    wire [2:0] r_flag;   
    Adder_f02 adder_02(1'b0, 1'b1, FNS02, B02, f_flag[0]); 
    Adder_f03 adder_03(B02, FNS02, FNS03, B03, f_flag[1]); 
    Adder_f04 adder_04(B03, FNS03, FNS04, B04, f_flag[2]); 
    Adder_f05 adder_05(B04, FNS04, FNS05, B05, f_flag[3]); 
    Adder_f06 adder_06(B05, FNS05, FNS06, B06, f_flag[4]); 
    Adder_f07 adder_07(B06, FNS06, FNS07, B07, f_flag[5]); 
    Adder_f07 adder_08(B07[(3 - 1) : 0], FNS07[(4 - 1) : 0], FNS08, B08, f_flag[6]);
    Adder_f07 adder_09(B08[(3 - 1) : 0], FNS08[(4 - 1) : 0], FNS09, B09, f_flag[7]);
    not not_getenableflag[5:0] (en_flag[5:0], f_flag[5:0]);
    assign r_flag[0] = FNS07[4 - 1] & FNS07[4 - 2];
    assign r_flag[1] = FNS08[4 - 1] & FNS08[4 - 2] | r_flag[0];
    assign r_flag[2] = FNS09[4 - 1] & FNS09[4 - 2] | r_flag[1];
    assign en_flag[8:6] = ~(f_flag[8:6] | r_flag[2:0]);
endmodule
`timescale 1ns / 1ps
module Adder_f02(
    input wire A_in,
    input wire B_in,  
    output wire S_out,  
    output wire B_out,  
    input wire err_flag  
    );
    wire Sum;
    wire sum_s, b_s;
    wire b_b, a_b;
    wire work_flag;
    xor adder01(Sum, A_in, B_in);
    not not_flag(work_flag, err_flag);
    and en_sum_s01 (sum_s, work_flag, Sum);
    and en_b_s01 (b_s, err_flag, B_in);
    and en_b_b01 (b_b, work_flag, B_in);
    and en_a_b01 (a_b, err_flag, A_in);
    or out_s (S_out, sum_s, b_s);
    or out_b (B_out, b_b, a_b);
endmodule
`timescale 1ns / 1ps
module Adder_f03(
    input wire A_in,  
    input wire B_in,  
    output wire [1:0] S_out,  
    output wire B_out,  
    input wire err_flag  
    );
    wire [1:0] Sum;
    wire [1:0] sum_s, b_s;
    wire b_b, a_b;
    wire work_flag;
    half_adder adder01(A_in, B_in, Sum[0], Sum[1]);
    not not_flag(work_flag, err_flag);
    and en_sum_s01 (sum_s[0], work_flag, Sum[0]);
    and en_sum_s02 (sum_s[1], work_flag, Sum[1]);
    and en_b_s01 (b_s[0], err_flag, B_in);
    and en_b_s02 (b_s[1], err_flag, 1'b0);
    and en_b_b01 (b_b, work_flag, B_in);
    and en_a_b01 (a_b, err_flag, A_in);
    or out_s[1:0] (S_out, sum_s, b_s);
    or out_b (B_out, b_b, a_b);
endmodule
`timescale 1ns / 1ps
module Adder_f04(
    input wire  A_in,  
    input wire [1:0] B_in,  
    output wire [1:0] S_out,  
    output wire [1:0] B_out,  
    input wire err_flag  
    );
    wire [1:0] Sum;
    wire c;
    wire [1:0] sum_s, b_s;
    wire [1:0] b_b, a_b;
    wire work_flag;
    half_adder adder01(A_in, B_in[0], Sum[0], c);
    xor adder02(Sum[1], B_in[1], c);
    not not_flag(work_flag, err_flag);
    and en_sum_s01 (sum_s[0], work_flag, Sum[0]);
    and en_sum_s02 (sum_s[1], work_flag, Sum[1]);
    and en_b_s01 (b_s[0], err_flag, B_in[0]);
    and en_b_s02 (b_s[1], err_flag, B_in[1]);
    and en_b_b01 (b_b[0], work_flag, B_in[0]);
    and en_b_b02 (b_b[1], work_flag, B_in[1]);
    and en_a_b01 (a_b[0], err_flag, A_in);
    and en_a_b02 (a_b[1], err_flag, 1'b0);
    or out_s[1:0] (S_out, sum_s, b_s);
    or out_b[1:0] (B_out, b_b, a_b);
endmodule
`timescale 1ns / 1ps
module Adder_f05(
    input wire [1:0] A_in,  
    input wire [1:0] B_in,  
    output wire [2:0] S_out,  
    output wire [1:0] B_out,  
    input wire err_flag  
    );
    wire [2:0] Sum;
    wire c;
    wire [2:0] sum_s, b_s;
    wire [1:0] b_b, a_b;
    wire work_flag;
    half_adder adder01(A_in[0], B_in[0], Sum[0], c);
    full_adder adder02(A_in[1], B_in[1], c, Sum[1], Sum[2]);
    not not_flag(work_flag, err_flag);
    and en_sum_s01 (sum_s[0], work_flag, Sum[0]);
    and en_sum_s02 (sum_s[1], work_flag, Sum[1]);
    and en_sum_s03 (sum_s[2], work_flag, Sum[2]);
    and en_b_s01 (b_s[0], err_flag, B_in[0]);
    and en_b_s02 (b_s[1], err_flag, B_in[1]);
    and en_b_s03 (b_s[2], err_flag, 1'b0);
    and en_b_b01 (b_b[0], work_flag, B_in[0]);
    and en_b_b02 (b_b[1], work_flag, B_in[1]);
    and en_a_b01 (a_b[0], err_flag, A_in[0]);
    and en_a_b02 (a_b[1], err_flag, A_in[1]);
    or out_s[2:0] (S_out, sum_s, b_s);
    or out_b[1:0] (B_out, b_b, a_b);
endmodule
`timescale 1ns / 1ps
module Adder_f06(
    input wire [1:0] A_in,  
    input wire [2:0] B_in,  
    output wire [3:0] S_out,  
    output wire [2:0] B_out,  
    input wire err_flag  
    );
    wire [3:0] Sum;
    wire c[1:0];
    wire [3:0] sum_s, b_s;
    wire [2:0] b_b, a_b;
    wire work_flag;
    half_adder adder01(A_in[0], B_in[0], Sum[0], c[0]);
    full_adder adder02(A_in[1], B_in[1], c[0], Sum[1], c[1]);
    half_adder adder03(B_in[2], c[1], Sum[2], Sum[3]);
    not not_flag(work_flag, err_flag);
    and en_sum_s01 (sum_s[0], work_flag, Sum[0]);
    and en_sum_s02 (sum_s[1], work_flag, Sum[1]);
    and en_sum_s03 (sum_s[2], work_flag, Sum[2]);
    and en_sum_s04 (sum_s[3], work_flag, Sum[3]);
    and en_b_s01 (b_s[0], err_flag, B_in[0]);
    and en_b_s02 (b_s[1], err_flag, B_in[1]);
    and en_b_s03 (b_s[2], err_flag, B_in[2]);
    and en_b_s04 (b_s[3], err_flag, 1'b0);
    and en_b_b01 (b_b[0], work_flag, B_in[0]);
    and en_b_b02 (b_b[1], work_flag, B_in[1]);
    and en_b_b03 (b_b[2], work_flag, B_in[2]);
    and en_a_b01 (a_b[0], err_flag, A_in[0]);
    and en_a_b02 (a_b[1], err_flag, A_in[1]);
    and en_a_b03 (a_b[2], err_flag, 1'b0);
    or out_s[3:0] (S_out, sum_s, b_s);
    or out_b[2:0] (B_out, b_b, a_b);
endmodule
`timescale 1ns / 1ps
module Adder_f07(
    input wire [2:0] A_in,  
    input wire [3:0] B_in,  
    output wire [3:0] S_out,  
    output wire [3:0] B_out,  
    input wire err_flag  
    );
    wire [3:0] Sum;
    wire c[2:0];
    wire [3:0] sum_s, b_s;
    wire [3:0] b_b, a_b;
    wire work_flag;
    half_adder adder01(A_in[0], B_in[0], Sum[0], c[0]);
    full_adder adder02(A_in[1], B_in[1], c[0], Sum[1], c[1]);
    full_adder adder03(A_in[2], B_in[2], c[1], Sum[2], c[2]);
    xor adder04(Sum[3], c[2], B_in[3]);
    not not_flag(work_flag, err_flag);
    and en_sum_s01 (sum_s[0], work_flag, Sum[0]);
    and en_sum_s02 (sum_s[1], work_flag, Sum[1]);
    and en_sum_s03 (sum_s[2], work_flag, Sum[2]);
    and en_sum_s04 (sum_s[3], work_flag, Sum[3]);
    and en_b_s01 (b_s[0], err_flag, B_in[0]);
    and en_b_s02 (b_s[1], err_flag, B_in[1]);
    and en_b_s03 (b_s[2], err_flag, B_in[2]);
    and en_b_s04 (b_s[3], err_flag, B_in[3]);
    and en_b_b01 (b_b[0], work_flag, B_in[0]);
    and en_b_b02 (b_b[1], work_flag, B_in[1]);
    and en_b_b03 (b_b[2], work_flag, B_in[2]);
    and en_b_b04 (b_b[3], work_flag, B_in[3]);
    and en_a_b01 (a_b[0], err_flag, A_in[0]);
    and en_a_b02 (a_b[1], err_flag, A_in[1]);
    and en_a_b03 (a_b[2], err_flag, A_in[2]);
    and en_a_b04 (a_b[3], err_flag, 1'b0);
    or out_s[3:0] (S_out, sum_s, b_s);
    or out_b[3:0] (B_out, b_b, a_b);
endmodule
`timescale 1ns / 1ps
module full_adder(
    input wire A_in,
    input wire B_in,
    input wire C_in,
    output wire S_out,
    output wire C_out
    );
    wire c1, c2, s1;
    half_adder ha01(
        .A_in(A_in),
        .B_in(B_in),
        .S_out(s1),
        .C_out(c1)
        );
    half_adder ha02(
        .A_in(C_in),
        .B_in(s1),
        .S_out(S_out),
        .C_out(c2)
        );
    assign C_out = c1|c2;
endmodule
`timescale 1ns / 1ps
module half_adder(
    input wire A_in,
    input wire B_in,
    output wire S_out,
    output wire C_out
    );
    assign S_out = A_in ^ B_in;
    assign C_out = A_in & B_in;
endmodule
==> flow/run.sh <==
#!/bin/bash
# OpenROAD 26Q1-2900-gdf79404cd8, Yosys 0.63+post, stock flow scripts
make -C /OpenROAD-flow-scripts/flow DESIGN_CONFIG=/design/flow/config.mk WORK_HOME=/design/flow/orfs finish
==> flow/config.mk <==
export PLATFORM = sky130hd
export DESIGN_NAME = FNSadders_6_3
export DESIGN_NICKNAME = FNSadders_6_3
export VERILOG_FILES = /design/flow/design.v
export SDC_FILE = /design/flow/constraint.sdc
export NUM_CORES = 4
export LEC_CHECK = 1
export CORE_AREA = 10 10 81 81
export DIE_AREA = 0 0 91 91
export SYNTH_HDL_FRONTEND = slang
==> flow/constraint.sdc <==
current_design FNSadders_6_3

set clk_period 7.8
set clk_io_pct 0.2

create_clock -name clk0 -period $clk_period

set non_clock_inputs [all_inputs -no_clocks]
set_input_delay [expr $clk_period * $clk_io_pct] -clock clk0 $non_clock_inputs
set_output_delay [expr $clk_period * $clk_io_pct] -clock clk0 [all_outputs]
==> impl_metrics.csv <==
group,metric,value,unit
yosys,synth-area-yosys,1116,um2
detailed_routing,drc,0,
run_status,run_status,"complete, but fails checks",
yosys,syn_inst,141,
clocking,hold_buffers,0,
placement,post-place-cells,270,
floorplan,die_w,91,um
yosys,synthesis.area,1116,um2
cells_and_area,nFillCells,492,
grt,overflow,0,
timing,rsz0062_at_grt,"yes",
detailed_routing,dr.pass1.iters,4,
critical_path,critPathSlowestCell,"fa_1",
cells_and_area,n_clock_buffer,0,
critical_path,crit_fanout,3,
cells_and_area,drive_gt1_frac,0.4570,
cells_and_area,lay_top_count,"buf_4",
critical_path,required,6.24,ns
timing,fin_crit,8.381,ns
timing,worst_slew_pin_slew,0.6353,ns
timing,setup_tns,-1.729,ns
critical_path,cpPeakStageDelay,0.56,ns
timing,post-route-period-util,1.075,
floorplan,num_io_pins,42,
detailed_routing,drt_wl_total,3224,um
power_and_ir_drop,p_leak,0.0009704,uW
placement,post-place-ws,-1.482,ns
placement,gp_congestion,0.7613,
cells_and_area,syn2layout_area_growth,80.49,%
timing,relSlewSlack,0.5752,
timing,finalMaxSlewViolations,0,
timing,finalHoldViolations,0,
critical_path,worst_ep_arrival_time,6.82,ns
power_and_ir_drop,ir_drop,0.0001379,V
floorplan,num_rows,25,
floorplan,die_height,91,um
floorplan,core,4817,um2
detailed_routing,drt-initial-drc-count,32,
timing,setup_slack,-0.5814,ns
floorplan,fp-utilization,0.2317,
yosys,yosysUniqueCellTypes,38,
min_path,holdPathStages,3,
critical_path,end_kind,"primary output",
placement,numPortBuffers,41,
grt,grt_pass1_wl,5671,um
grt,antenna_found_initial,0,
run_status,violations,"negative setup slack",
cells_and_area,seq_cells,0,
critical_path,start_kind,"primary input",
min_path,hold_end,"en_flag[8]",
critical_path,crit_type,"primary input to primary output",
yosys,yosys_warnings,0,
power_and_ir_drop,power_density,191.9,nW/um2
critical_path,path_common_cell,"fa_1",
detailed_routing,drtAntennaViolNets,0,
grt,grt_use_total,0.07711,
floorplan,chipArea,8281,um2
grt,grt_max_degree,18,
detailed_routing,vias_per_cell,4.125,
timing,finalHoldWorstSlack,3.741,ns
yosys,synth_stat.cells,141,
yosys,ys_seq_share,0,
yosys,syn_avg_cell_area,7.915,um2
min_path,hold_class,"primary input to primary output",
min_path,min_from,"f_flag[8]",
power_and_ir_drop,power,386.5,uW
detailed_routing,diodes,0,
detailed_routing,vias,1188,
placement,dp_hpwl,2625,um
grt,first_global_vias,1250,
cells_and_area,fin_cells,288,
timing,setup_violations,5,
timing,fmax,119.3,MHz
cells_and_area,regArea,0,um2
cells_and_area,final_cell_mix,"buf_4 (66), clkdlybuf4s50_1 (32), inv_1 (16)",
job,warnings,38,
detailed_routing,wl_per_cell,11.19,um
job,maxCapViolCount,0,
## worst max-delay path: cells and delay by family
kind / cells / cell delay (ns)
AND/OR/NAND/NOR: 3 / 0.24
multiplexers: 3 / 0.52
adder cells (fa/ha/maj): 8 / 2.98
XOR/XNOR: 2 / 0.43
buffers and inverters: 6 / 0.41
AND-OR/OR-AND: 3 / 0.66
## cells by family after synthesis
| family | synth area share |
|---|---|
| and+or+nand+nor | 0.1670 |
| adders and majority gates | 0.2422 |
| xor gates and xnor gates | 0.06502 |
| other | 0.003360 |
| AOI/OAI and AO/OA | 0.1412 |
| muxes | 0.1435 |
| buffers and inverters | 0.2377 |
## metrics by stage
step	cell area [um2]	utilization
final	2014	0.4182
after floorplan	1196	-
after global placement	1864	0.3870
after CTS	1972	0.4094
after detailed placement	1864	0.3870
after global routing	2014	0.4182
## repair_timing
action / CTS / global route
gates resized: 29 / 11
setup endpoints to repair: 8 / 9
setup buffers: 18 / 2
pin swaps: 13 / 14
## final cells by class
cell class / count / area (um2) / share of cell area
Timing Repair Buffer: 107 / 898.4 / 0.4460
Multi-Input combinational cell: 93 / 938.4 / 0.4658
Tap cell: 67 / 83.83 / 0.04161
Inverter: 21 / 93.84 / 0.04658
## where the power goes
group | switching [uW] | total (uW) | internal [uW]
Clock | 0 | 0 | 0
Combinational | 132 | 387 | 254
Sequential | 0 | 0 | 0
Total | 132 | 387 | 254
## worst max path at each step
stage	startpoint	endpoint	slack, ns
CTS	f_flag[1]	en_flag[8]	-0.70
finish	f_flag[1]	en_flag[8]	-0.58
global route	f_flag[1]	en_flag[8]	-0.87
## synthesized netlist by cell type, types with 3 or more instances
master / number / area share
a21oi_1: 3 / 0.013
a31oi_1: 4 / 0.022
buf_4: 22 / 0.15
fa_1: 6 / 0.11
ha_1: 12 / 0.13
inv_1: 21 / 0.071
mux2_2: 6 / 0.061
mux2i_1: 7 / 0.063
nand2_1: 3 / 0.010
nand2b_1: 4 / 0.022
nor2_1: 11 / 0.037
nor2b_1: 6 / 0.034
nor4b_1: 4 / 0.031
o21ai_0: 3 / 0.013
## layer usage
layer / vias up / routed length [um] / part of all wire / GRT usage
li1: 617 / - / - / -
met3: 2 / 206 / 0.064 / 0.01660
met4: 0 / 7 / 0.0022 / 0.002611
met1: 542 / 1579 / 0.49 / 0.1088
met2: 27 / 1430 / 0.44 / 0.1247
met5: - / 0 / 0 / 0
No activity file was given, so power comes from the tool's default toggle rates.
